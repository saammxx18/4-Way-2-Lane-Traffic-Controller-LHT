[run.sh]
#!/bin/bash
# OpenROAD 26Q1-2900-gdf79404cd8, Yosys 0.63+post, stock flow scripts
make -C /OpenROAD-flow-scripts/flow DESIGN_CONFIG=/design/flow/config.mk WORK_HOME=/design/flow/orfs finish
[config.mk]
export PLATFORM = sky130hd
export DESIGN_NAME = traffic_light_4way
export DESIGN_NICKNAME = traffic_light_4way
export VERILOG_FILES = /design/flow/design.v
export SDC_FILE = /design/flow/constraint.sdc
export NUM_CORES = 4
export LEC_CHECK = 1
export CORE_AREA = 10 10 73 73
export DIE_AREA = 0 0 83 83
[constraint.sdc]
current_design traffic_light_4way

set clk_period 3.6
set clk_io_pct 0.2

create_clock -name clk0 -period $clk_period [get_ports {clk}]

set non_clock_inputs [all_inputs -no_clocks]
set_input_delay [expr $clk_period * $clk_io_pct] -clock clk0 $non_clock_inputs
set_output_delay [expr $clk_period * $clk_io_pct] -clock clk0 [all_outputs]
[design.v]
module traffic_light_4way (
    input wire clk,
    input wire reset,
    output reg [2:0] north_light,   
    output reg       north_left_arrow,
    output reg       north_right_arrow,
    output reg [2:0] south_light,
    output reg       south_left_arrow,
    output reg       south_right_arrow,
    output reg [2:0] east_light,
    output reg       east_left_arrow,
    output reg       east_right_arrow,
    output reg [2:0] west_light,
    output reg       west_left_arrow,
    output reg       west_right_arrow
);
    reg [3:0] state, next_state;
    reg [3:0] counter;
    parameter red    = 3'b100;
    parameter yellow = 3'b010;
    parameter green  = 3'b001;
    parameter arrow_off = 1'b0;
    parameter arrow_on  = 1'b1;
    parameter s0  = 4'b0000;
    parameter s1  = 4'b0001;
    parameter s2  = 4'b0010;
    parameter s3  = 4'b0011;
    parameter s4  = 4'b0100;
    parameter s5  = 4'b0101;
    parameter s6  = 4'b0110; 
    parameter s7  = 4'b0111; 
    parameter s8  = 4'b1000; 
    parameter s9  = 4'b1001; 
    parameter s10 = 4'b1010; 
    parameter s11 = 4'b1011; 
    parameter time_s0  = 9;
    parameter time_s1  = 1;
    parameter time_s2  = 4;
    parameter time_s3  = 1;
    parameter time_s4  = 4;
    parameter time_s5  = 1; 
    parameter time_s6  = 9;
    parameter time_s7  = 1;
    parameter time_s8  = 4;
    parameter time_s9  = 1;
    parameter time_s10 = 4;
    parameter time_s11 = 1; 
    always @(posedge clk or posedge reset) begin
        if (reset) begin
            state   <= s0;
            counter <= 4'b0000;
        end
        else begin 
            if ((state == s0  && counter == time_s0) ||
                (state == s1  && counter == time_s1) ||
                (state == s2  && counter == time_s2) ||
                (state == s3  && counter == time_s3) ||
                (state == s4  && counter == time_s4) ||
                (state == s5  && counter == time_s5) ||
                (state == s6  && counter == time_s6) ||
                (state == s7  && counter == time_s7) ||
                (state == s8  && counter == time_s8) ||
                (state == s9  && counter == time_s9) ||
                (state == s10 && counter == time_s10)||
                (state == s11 && counter == time_s11)) begin
                state <= next_state;
                counter <= 4'b0000;
            end
            else begin
                counter <= counter + 1; 
            end
        end
    end
    always @(*) begin
        case (state) 
            s0 : next_state = s1;
            s1 : next_state = s2;
            s2 : next_state = s3;
            s3 : next_state = s4;
            s4 : next_state = s5;  
            s5 : next_state = s6; 
            s6 : next_state = s7;
            s7 : next_state = s8;
            s8 : next_state = s9;
            s9 : next_state = s10;
            s10: next_state = s11; 
            s11: next_state = s0;  
            default : next_state = s0;
        endcase
    end
    always @(*) begin
        north_light = red;
        south_light = red;
        east_light = red;
        west_light = red;
        north_left_arrow = arrow_off;
        north_right_arrow = arrow_off;
        south_left_arrow = arrow_off;
        south_right_arrow = arrow_off;
        east_left_arrow = arrow_off;
        east_right_arrow = arrow_off;
        west_left_arrow = arrow_off;
        west_right_arrow = arrow_off;
        case (state)
            s0 : begin 
                north_light = green;
                north_left_arrow = arrow_on;
                south_light = green;
                south_left_arrow = arrow_on;
            end
            s1 : begin
                north_light = green;
                north_left_arrow = arrow_on;
                south_light = yellow;
                south_left_arrow = arrow_off; 
            end
            s2 : begin
                north_light = green;
                north_left_arrow = arrow_on;
                north_right_arrow = arrow_on;
            end
            s3 : begin
                north_light = yellow;
            end
            s4 : begin
                south_light = green;
                south_right_arrow = arrow_on;
                south_left_arrow = arrow_on;
            end
            s5 : begin
                south_light = yellow;
            end
            s6 : begin 
                east_light = green;
                east_left_arrow = arrow_on;
                west_light = green;
                west_left_arrow = arrow_on;
            end
            s7 : begin
                east_light = green;
                east_left_arrow = arrow_on;
                west_light = yellow;
            end
            s8 : begin
                east_light = green;
                east_left_arrow = arrow_on;
                east_right_arrow = arrow_on;
            end
            s9 : begin
                east_light = yellow;
            end
            s10 : begin
                west_light = green;
                west_right_arrow = arrow_on;
                west_left_arrow = arrow_on;
            end
            s11 : begin
                west_light = yellow;
            end
            default : begin
                north_light = red;
                south_light = red;
                east_light = red;
                west_light = red;
            end
        endcase
    end
endmodule
==> results.toml <==
# generated from flow reports
[setup_path]
cp.arrival_ns = 1.95
max_stage_delay_ns = 0.55
cp_top_family = "simple AND/OR/NAND/NOR gates"
endpoint_kind = "output pin"
timing.rr.start = "state[1]"
crit_start = "state[2]"
worst-setup-path-type = "flop to output pin"
critical_path.max_fanout = 10
crit_chain = "and2b_2 > or2_2 > and2_1 > clkdlybuf4s50_1"
cp_num_buf_inv = 1
cp.required_ns = 2.88
slowest_stage = "dfrtp_1"
crit_path_start_kind = "flop"

[drt]
ant_nets = 0
diodes = 0
routed_via_density = 3.87
vias = 561
first_pass_iters = 3
route.detailed.drc = 0
wire_per_inst_um = 11.8
drt_iter0_markers = 11
routed_wl_mm = 1.72

[synth]
edf_count = 0
ys_sh_adder_pct = 13.3
synthCells = 79
yosys.area_share.aoi_pct = 15.6
logic_family = "simple AND/OR/NAND/NOR gates"
yosys_warnings = 1
yosys_area_sq_um = 753
synthArstFlopShare_pct = 100
yosysCellCount = 79
simple_gate_share_pct = 23.6
numSynthFlops = 8
avgSynthCellArea_sq_um = 9.53
ys_seq_share_pct = 26.6
ys_sh_xor_pct = 2.33
synthFlopType = "dfrtp_1"
ys_types = 33
syn_area_sq_um = 753
mux_share_pct = 6.64

[min_path]
min-delay-start = "counter[0]"
hold_path.class = "flop to flop"

[placed_design]
port_buffers = 21
place_inst = 142
pre_cts_slack_ns = 1.18
place_congestion = 0.823
placed_area_sq_um = 971
hpwl_mm = 1.34

[timing]
hold_viol = 0
slew_viol_final = 0
hold_ws_ns = 0.525
grt_setup_unrepaired = "false"
tns_ns = 0
timing.final.setup_violations = 0
layout_min_cycle_time_ns = 2.67
fin_ws_ns = 0.932
worst_slew_pin_slew_ns = 0.497
fmax_ghz = 0.375
fin_skew_ns = 0.000312
slew_headroom_pct = 66.8
finalCritPeriodShare_pct = 74.1

[die]
rows = 22
die_x_um = 83
fp.dieArea_sq_mm = 0.00689
floorplan.core_util_pct = 20.1
ios = 22
die_y_um = 83
core_sq_mm = 0.00374

[global_route]
grt_use_met2_pct = 8.45
use_met3_pct = 0.984
grt_max_degree = 15
grt.overflow.total = 0
grt_pass1_vias = 607
grt_use_total_pct = 4.86
grt_first_pass_wirelength_mm = 2.98
busiest_layer = "met2"
use_met1_pct = 5.79
antenna_found_initial = 0

[cts]
htreeDepth = 1
cts-root-buf = "clkbuf_8"
cts_tree = "done"
cts.reportedPaths.clkPinSlew_ns = 0.04
cts_resized = 0
numCtsBuffers = 3
postCtsHoldBufs = 0
clkLatencyLatePin_ns = 0.23
cts_setup_buffers = 0
cts_buffer_depth = 2
clkSinkCount = 8

[layout]
lay_top_count = "clkdlybuf4s50_1"
drive_gt1_share_pct = 17.5
area_growth_pct = 34.4
stdcell_area_sq_mm = 0.00101
finalNonFillerCells = 145
final_core_util_pct = 27.0
layout.cells.most_common_list = "clkdlybuf4s50_1 (21), inv_1 (10), nor2_1 (8), ha_1 (8), dfrtp_1 (8)"
n_fill_cell = 413

[job]
cap_violations = 0
warning_count = 31

[power]
power_density_mw_per_mm2 = 197
ir_worst_vdd_uv = 84.3
power_mw = 0.200
leakage_nw = 0.477

[status]
status = "finished clean"
## state kept, by name (all words and copies together) (netlist names)
signal,count
state,4
counter,4
## power by group
part           internal (mW)  leakage [nW]  switching, mW
logic                0.00101         0.363        0.00174
registers             0.0904        0.0926              0
clock network         0.0723        0.0216         0.0341
total                  0.164         0.477         0.0358
## cell usage after synthesis (2+ instances only)
cell type  instances  share of area (%)
a21oi_1            2                1.3
buf_6              2                3.0
and2_1             5                4.2
mux2i_1            2                2.7
dfrtp_1            8                 27
or2_2              3                2.5
nand2_1            3                1.5
nor2_1             8                4.0
inv_1             10                5.0
buf_4              4                4.0
ha_1               8                 13
o21ai_0            2                1.3
mux2_4             2                4.0
## area by class of cell
| class | count | area, sq um | share of cell area (%) |
|---|---|---|---|
| Sequential cell | 8 | 200 | 19.8 |
| Multi-Input combinational cell | 55 | 463 | 45.7 |
| Clock buffer | 3 | 41.3 | 4.08 |
| Inverter | 10 | 37.5 | 3.71 |
| Tap cell | 48 | 60.1 | 5.93 |
| Timing Repair Buffer | 21 | 210 | 20.8 |
## per-layer routing
layer	part of all wire [%]	vias up
met1	45	250
met5	0	-
met4	2.6	0
met2	48	13
li1	-	294
met3	4.2	4
## kinds of logic (layout without fill, tap and decap cells)
logic type	after synthesis	in the layout
AND-OR/OR-AND	12	12
AND/OR/NAND/NOR	29	29
adder cells (fa/ha/maj)	8	8
multiplexers	4	4
XOR/XNOR	2	2
flip-flops	8	8
buffers and inverters	16	34
## worst paths after layout
kind / to / slack (ns) / depth (start not counted)
setup / recovery: west_light[0] / 0.93 / 4
hold / removal: counter[0] / 0.52 / 1
setup reg to reg: state[0] / 1.57 / 6
hold reg to reg: counter[0] / 0.52 / 1
max in group asynchronous: state[3] / 2.64 / 2
min in group asynchronous: counter[2] / 0.74 / 2
Power is estimated from default activity; no workload was simulated.
